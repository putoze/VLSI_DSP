File: ./run.sh
#!/bin/bash
# OpenROAD 26Q1-2900-gdf79404cd8, Yosys 0.63+post, stock flow scripts
make -C /OpenROAD-flow-scripts/flow DESIGN_CONFIG=/design/flow/config.mk WORK_HOME=/design/flow/orfs finish
File: ./config.mk
export PLATFORM = sky130hd
export DESIGN_NAME = folded_New
export DESIGN_NICKNAME = folded_New
export VERILOG_FILES = /design/flow/design.v
export SDC_FILE = /design/flow/constraint.sdc
export NUM_CORES = 4
export LEC_CHECK = 1
export CORE_UTILIZATION = 50
File: ./design.v
module SA(clk,rst_n,in_A,in_B,out);
input clk,rst_n;
input signed [8:0] in_A,in_B;
output signed [8:0] out;
reg signed [8:0] temp;
assign out = temp;
always @(posedge clk or negedge rst_n) begin
	if(~rst_n) begin
		temp <= 'd0;
	end 
	else begin
		temp <= in_A + in_B;
	end
end
endmodule
module SM(clk,rst_n,in_A,in_B,out);
input clk,rst_n;
input signed [8:0] in_A;
input signed [7:0] in_B;
output signed [8:0] out;
reg signed [8:0] temp_delay_1;
reg signed [8:0] temp;
assign out = temp;
wire signed [17:0] mul_temp = in_A * in_B;  
always @(posedge clk or negedge rst_n) begin
	if(~rst_n) begin
		temp <= 'd0;
	end 
	else begin
		temp <= temp_delay_1;
	end
end
always @(posedge clk or negedge rst_n) begin
	if(~rst_n) begin
		temp_delay_1 <= 0;
	end 
	else begin
		temp_delay_1 <= {mul_temp[17],mul_temp[14:7]};
	end
end
endmodule
module folded_New
#(
parameter signed m1 = 8'b11000000, 
parameter signed m2 = 8'b01111111, 
parameter signed m3 = 8'b01111110, 
parameter signed m4 = 8'b10000001, 
parameter signed m5 = 8'b10000010 
)
(in,clk,rst_n,out);
input signed [7:0] in;
input rst_n;
input clk;
output signed [8:0] out;
reg signed [8:0] R1;
reg signed [8:0] R2;
reg signed [8:0] R3;
reg signed [8:0] R4;
reg signed [8:0] R5;
reg switch;
wire signed [8:0] sa1_out ; 
wire signed [8:0] sa2_out ; 
wire signed [8:0] sm1_out ; 
wire signed [8:0] sm2_out ; 
wire signed [8:0] sm3_out ; 
wire signed [8:0] sa1_in_A = switch ? R5 : in; 
wire signed [8:0] sa2_in_A = switch ? R3 : R4; 
wire signed [8:0] sm1_in_A = switch ? sa1_out : R1; 
wire signed [8:0] sm2_in_A = switch ? R4 : sa1_out; 
wire signed [8:0] sm3_in_A = R2; 
wire signed [8:0] sa1_in_B = sm1_out;
wire signed [8:0] sa2_in_B = switch ? sa2_out : sm2_out;
wire signed [8:0] sm1_in_B = switch ? m2 : m1;
wire signed [8:0] sm2_in_B = switch ? m4 : m3;
wire signed [8:0] sm3_in_B = m5;
assign out = switch ? 'd0 : sa2_out;
always @(posedge clk or negedge rst_n) begin 
	if(~rst_n) begin
		switch <= 0;
	end 
	else begin
		switch <= ~switch;
	end
end
always @(posedge clk or negedge rst_n) begin
	if(~rst_n) begin
		R1 <= 0;
	end 
	else begin
		R1 <= switch ? sa1_out : R1;
	end
end
always @(posedge clk or negedge rst_n) begin
	if(~rst_n) begin
		R2 <= 0;
	end 
	else begin
		R2 <= switch ? sm3_out : R1;
	end
end
always @(posedge clk or negedge rst_n) begin
	if(~rst_n) begin
		R3 <= 0;
	end 
	else begin
		R3 <= R2;
	end
end
always @(posedge clk or negedge rst_n) begin
	if(~rst_n) begin
		R4 <= 0;
	end 
	else begin
		R4 <= switch ? sm2_out : R3;
	end
end
always @(posedge clk or negedge rst_n) begin
	if(~rst_n) begin
		R5 <= 0;
	end 
	else begin
		R5 <= switch ? R4 : R5;
	end
end
 SM SM1 (.clk(clk), .rst_n(rst_n), .in_A(sm1_in_A), .in_B(sm1_in_B), .out(sm1_out));
 SM SM2 (.clk(clk), .rst_n(rst_n), .in_A(sm2_in_A), .in_B(sm2_in_B), .out(sm2_out));
 SM SM3 (.clk(clk), .rst_n(rst_n), .in_A(sm3_in_A), .in_B(sm3_in_B), .out(sm3_out));
 SA SA1 (.clk(clk), .rst_n(rst_n), .in_A(sa1_in_A), .in_B(sa1_in_B), .out(sa1_out));
 SA SA2 (.clk(clk), .rst_n(rst_n), .in_A(sa2_in_A), .in_B(sa2_in_B), .out(sa2_out));
endmodule
File: ./constraint.sdc
current_design folded_New

set clk_period 8.1
set clk_io_pct 0.2

create_clock -name clk0 -period $clk_period [get_ports {clk}]

set non_clock_inputs [all_inputs -no_clocks]
set_input_delay [expr $clk_period * $clk_io_pct] -clock clk0 $non_clock_inputs
set_output_delay [expr $clk_period * $clk_io_pct] -clock clk0 [all_outputs]
==> run summary <==
run metrics: CP most frequent cell=fa_1, critical path class=reg -> reg, Worst EP arrival=6.01 ns, DRT Pass-1 Iters=4, Setup Buffers After CTS=0, Cell area leaders=dfrtp_1 33%, fa_1 19%, ha_1 15%, inv_1 7.7%, mux2_2 4.2%, Critical Path RT=8.40 ns, area growth from synthesis to layout=11.5%, most common library cells after synthesis=180 x inv_1, 118 x dfrtp_1, 103 x ha_1, 85 x fa_1, 71 x nand2_1, share of layout cells above drive strength 1=9.49%, min-delay src=SM3.temp_delay_1[0], outcome=finished, final reports clean, cell count after synthesis=~840, CP Max Fanout=54, FP Rows=48, crit end category=flop, fp util=a little over 50%, EDFF count, synth=0, max incr delay on CP=0.59 ns, htree depth=4, clk_skew=approximately 0.012 ns, fin crit share=70.4%, CORE AREA=0.0172 mm^2, largest net degree at the start of global routing=55, final hold slack=about 0.35 ns, Inst Count DP=1,068, Max-Cap Viols=0, wire per inst=14.4 um, syn_area_per_cell=10.6 um^2, Cell Area, Placed=0.00926 mm^2, DRC viols=0, yosys cell count=835, cell area after synthesis=0.00882 mm^2, distinct lib cells=46, hold crit path type=reg -> reg, Synth top cell by count=inv_1, storage element area=0.00296 mm^2, Fin. Hold Viols=0, # IOs=19, CTS clk-pin slew, worst paths=0.06 ns, hold_buf cts=0, asr flop ratio synth=100%, Chip Height=135 um, CTS buffer count=17, CP top delay family=adder cells, Flops after synth=118, Commonest flop=dfrtp_1, minimum clock period after layout=5.70 ns, Die W=135 um, Slew Limit Fails=0, initial antenna violation count=0, Setup WS post-layout=around 2.4 ns, unrepaired setup endpoints after global routing=no, # fillers=around 1,400, die area=around 0.018 mm^2, Syn. warnings=6, CP startpoint kind=flop, pre-CTS setup slack=between 2 and 2.5 ns, global route overflow=0, Vias/cell=4.92, HPWL after DPL=12,400 um, number of global-route vias before repair=5,705, Layout Utilization=57.0%, global-route wire length before repair=about 28,000 um, Reg2Reg Launch Point=switch, yosys stat area=between 0.008 and 0.009 mm^2, crit path from=switch, CTS tree=yes, CTS sink cnt=between 100 and 150, Tool Warnings=28, Seq/Total Area, Yosys=33.5%, Placer Congestion=~0.88, Fin Setup TNS=0 ns, ANT nets after route=0, post_cts resized=0, clock latency (worst-skew pair)=0.42 ns, post-route cell area=0.00983 mm^2, final WL=15,800 um, Root Driver=clkbuf_16, Peak Freq=0.175 GHz, worst path cell trace=buf_4 -> buf_4 -> and2_1 -> fa_1 -> fa_1 -> fa_1 -> inv_1 -> fa_1 -> inv_1 -> ha_1 -> o21a_1 -> o21a_1 -> o22ai_2 -> o21ai_2 -> a221oi_2 -> xnor2_1, final setup fails=0, # diodes=0, worst path bufs/invs=4, Tightest Pin Transition=~0.82 ns, Worst slew margin=a little under half, Multi-input gate area=about 0.0051 mm^2, Longest Clk Path Bufs=2, Top cell area share=around a third, area leader, netlist=dfrtp_1, IO Port Bufs=18, CP max stage cell=dfrtp_4, gr usage total=between 20% and 30%, drt first-iter violations=around 340, via count=5,417, final std cells w/o fill=between 1,000 and 1,500
==> cells by family (layout without fill, tap and decap cells) <==
logic type / count (synthesis) / in the layout / synth area share [%]
buf+inv: 202 / 235 / 8.63
xor+xnor: 49 / 49 / 4.87
flops: 118 / 118 / 33.5
compound gates: 91 / 91 / 6.74
other cells: 2 / 9 / 0.0852
mux: 38 / 38 / 4.78
simple gates: 147 / 147 / 7.49
fa+ha+maj: 188 / 188 / 33.9
==> layout make-up <==
cell class                      instances  share of cell area, %
Timing Repair Buffer                   22                   2.11
Clock inverter                         15                   1.49
Tap cell                              225                   2.86
Inverter                              181                   6.91
Sequential cell                       118                   30.1
Multi-Input combinational cell        522                   52.2
Clock buffer                           17                   4.33
==> worst paths after layout <==
check | endpoint | slack, ns | cells after the start
worst max-delay path | SM1.temp_delay_1[8] | 2.40 | 16
min in group asynchronous | SA2.temp[1] | 1.12 | 1
worst min-delay path | SM3.temp[0] | 0.35 | 0
worst max register to register | SM1.temp_delay_1[8] | 2.40 | 16
worst min register to register | SM3.temp[0] | 0.35 | 0
max in group asynchronous | SA1.temp[4] | 5.46 | 3
==> layout by cell type, fill, tap and decap left out, types with 15 or more instances in the layout <==
cell type / instances
clkdlybuf4s50_1: 17
nor2_1: 32
nor2b_1: 18
inv_1: 180
xor2_1: 15
dfrtp_1: 117
nand2_1: 71
ha_1: 103
fa_1: 85
a21oi_1: 33
clkbuf_16: 17
xnor2_1: 34
mux2_2: 33
o21ai_0: 16
==> routing by layer <==
metal  up-vias  track usage, %  share of wire, %
li1       2657               -                 -
met1      2664            33.8                47
met2        81            31.0                47
met3        15            4.41               4.7
met4         0            2.00               1.2
met5         -               0                 0
==> registers in the layout (all words and copies together) (netlist names) <==
register	flops
R1	9
R2	9
R3	9
R4	9
R5	9
SA1.temp	9
SA2.temp	9
SM1.temp	9
SM1.temp_delay_1	9
SM2.temp	9
SM2.temp_delay_1	9
SM3.temp	9
SM3.temp_delay_1	9
switch	1
