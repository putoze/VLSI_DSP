==> design.v <==
module folded 
#(
parameter signed m1 = 8'b11000000, 
parameter signed m2 = 8'b01111111, 
parameter signed m3 = 8'b01111110, 
parameter signed m4 = 8'b10000001, 
parameter signed m5 = 8'b10000010 
)
(in,clk,rst_n,out);
input signed [7:0] in;
input rst_n;
input clk;
output signed [8:0] out;
reg signed [8:0] delay_1_buffer_in;
reg signed [8:0] delay_2_buffer_in;
wire signed [8:0] temp_1_wire = in + temp_2_wire; 
wire signed [8:0] temp_2_wire = {temp_2_wire_temp[17],temp_2_wire_temp[14:7]};
wire signed [8:0] temp_3_wire = {temp_3_wire_temp[17],temp_3_wire_temp[14:7]};
wire signed [8:0] temp_4_wire = delay_2_buffer_in + temp_3_wire; 
wire signed [8:0] temp_5_wire = {temp_5_wire_temp[17],temp_5_wire_temp[14:7]};
wire signed [8:0] temp_6_wire = {temp_6_wire_temp[17],temp_6_wire_temp[14:7]};
wire signed [8:0] temp_7_wire = temp_6_wire + temp_5_wire; 
wire signed [8:0] temp_8_wire = {temp_8_wire_temp[17],temp_8_wire_temp[14:7]};
wire signed [17:0] temp_2_wire_temp = m1 * delay_2_buffer_in ; 
wire signed [17:0] temp_3_wire_temp = m2 * temp_1_wire ; 
wire signed [17:0] temp_5_wire_temp = m3 * temp_4_wire ; 
wire signed [17:0] temp_6_wire_temp = m4 * delay_1_buffer_in ; 
wire signed [17:0] temp_8_wire_temp = m5 * temp_1_wire ; 
assign out = temp_7_wire + temp_8_wire; 
always @(posedge clk or negedge rst_n) begin
    if(~rst_n) begin
        delay_1_buffer_in <= 'd0;
    end 
    else begin
        delay_1_buffer_in <= temp_1_wire;
    end
end
always @(posedge clk or negedge rst_n) begin
    if(~rst_n) begin
        delay_2_buffer_in <= 'd0;
    end 
    else begin
        delay_2_buffer_in <= delay_1_buffer_in;
    end
end
endmodule
==> run.sh <==
#!/bin/bash
# OpenROAD 26Q1-2900-gdf79404cd8, Yosys 0.63+post, stock flow scripts
make -C /OpenROAD-flow-scripts/flow DESIGN_CONFIG=/design/flow/config.mk WORK_HOME=/design/flow/orfs finish
==> config.mk <==
export PLATFORM = sky130hd
export DESIGN_NAME = folded
export DESIGN_NICKNAME = folded
export VERILOG_FILES = /design/flow/design.v
export SDC_FILE = /design/flow/constraint.sdc
export NUM_CORES = 4
export LEC_CHECK = 1
export CORE_UTILIZATION = 30
==> constraint.sdc <==
current_design folded

set clk_period 29.2
set clk_io_pct 0.2

create_clock -name clk0 -period $clk_period [get_ports {clk}]

set non_clock_inputs [all_inputs -no_clocks]
set_input_delay [expr $clk_period * $clk_io_pct] -clock clk0 $non_clock_inputs
set_output_delay [expr $clk_period * $clk_io_pct] -clock clk0 [all_outputs]
==> results.yml <==
# implementation run metrics
status:
  status: "completed"
global_routing:
  antenna_found_initial: 0
  track_usage: 0.117
  first_global_vias: 3325
  grt_max_degree: 19
  overflow: 0
  grt_first_pass_wirelength_mm: 14.8
floorplanning:
  initial_core_util: 0.307
  fp-row-count: 45
  die-area_mm2: 0.0160
  core_area_mm2: 0.0151
  die_w_um: 126
  io_pins: 19
  die_y_um: 126
timing:
  drv_slew: 0
  grt_setup_unrepaired: "false"
  period_minus_slack_ns: 23.00
  worst_slack_ns: 6.20
  clock_skew_ns: 0.000849
  period_used_share: 0.788
  setup_tns_ns: 0
  finalSetupViolCount: 0
  hold_viol: 0
  slew_headroom: 0.471
  max_freq_ghz: 0.0435
  tightest_slew_ns: 0.788
route:
  num_vias: 3186
  diodes: 0
  routed_wl_mm: 8.45
  drc: 0
  dr.pass1.iters: 4
  wl_per_cell_um: 12.1
  ant_nets: 0
  routed_via_density: 4.58
  drt_iter0_drc: 43
yosys:
  syn_area_per_cell_um2: 9.57
  netlist_area_mm2: 0.00465
  ys_seq_frac: 0.0969
  edf_count: 0
  top_area_frac: 0.283
  synthArstFlopShare: 1.00
  largest_area_cell: "ha_1"
  top_cells_by_area: "ha_1, fa_1, dfrtp_1"
  ys_seq_elements: 18
  ys_types: 40
  ys_chip_area_mm2: 0.00465
  synthCells: 486
  ys_warn_count: 1
  synth_top_flop_cell: "dfrtp_1"
  yosys_cells: 486
setup_path:
  end_kind: "output pin"
  cp_data_required_time_ns: 23.36
  slowest_delay_ns: 0.60
  slowest_stage: "fa_1"
  start_kind: "input pin"
  crit_type: "in2out"
  regToRegSetupSlack_ns: 25.92
  worstPathArrival_ns: 17.16
  cp_max_fo: 7
clock_tree:
  cts.repair.resized: 0
  clockRootBuffer: "clkbuf_16"
  postCtsHoldBufs: 0
  cts_sinks: 18
  htreeDepth: 1
  clk_path_buf_depth: 2
  cts_buffers: 3
  clock_latency_ns: 0.24
  cts_setup_buffers: 0
  cts_tree: "built"
  clk_pin_slew_ns: 0.05
place:
  place.gp.congestion: 0.869
  hpwl_mm: 7.75
  port_buffers: 18
  place_ws_ns: 6.13
flow_run:
  maxCapViolCount: 0
  warnings: 31
worst_hold_path:
  hp-class: "reg2reg"
finish:
  area_growth_pct: 10.8
  drive_gt1_frac: 0.0413
  fin_util: 0.340
==> Yosys cell counts (2+ instances only) <==
cell      instances
xnor2_2           6
inv_1            99
dfrtp_1          18
a21o_1           14
o21bai_1          7
a21oi_1          27
a31oi_1           3
o21a_1            7
nand3_1           4
ha_1            105
nor3_1            6
xor2_1           16
a21oi_2           2
xnor2_1          51
o21ai_1           2
o21ai_0          12
nor2_1           19
fa_1             45
nand2b_1          8
xor2_2            2
nor2b_1           5
nand2_1          10
==> metal layers <==
layer | GRT usage | vias to the layer above | wire length (um)
met5 | 0 | - | 0
li1 | - | 1629 | -
met2 | 0.184 | 56 | 3650
met1 | 0.169 | 1491 | 4130
met4 | 0.0206 | 0 | 174
met3 | 0.0288 | 10 | 504
==> worst max-delay path: cells and delay by family <==
| family | cells | cell delay [ns] |
|---|---|---|
| AOI/OAI and AO/OA | 14 | 2.66 |
| buffers and inverters | 6 | 1.07 |
| adders and majority gates | 14 | 5.73 |
| xor gates and xnor gates | 4 | 0.98 |
| and+or+nand+nor | 5 | 0.85 |
==> flip-flops by register name, summed over array words and instances (netlist names) <==
| register | count |
|---|---|
| delay_2_buffer_in | 9 |
| delay_1_buffer_in | 9 |
==> cells by family after synthesis <==
kind of cell    after synthesis  share of synthesized area
buf+inv                     100                     0.0823
compound gates               82                      0.117
xor+xnor                     76                      0.160
flops                        18                     0.0969
fa+ha+maj                   150                      0.476
simple gates                 60                     0.0670
==> path summary, 6_finish.rpt <==
path | cells past startpoint | startpoint | endpoint
min in group asynchronous | 1 | rst_n | delay_1_buffer_in[6]
max in group asynchronous | 1 | rst_n | delay_2_buffer_in[7]
worst min-delay path | 0 | delay_1_buffer_in[8] | delay_2_buffer_in[8]
worst min register to register | 0 | delay_1_buffer_in[8] | delay_2_buffer_in[8]
worst max register to register | 11 | delay_2_buffer_in[1] | delay_1_buffer_in[7]
worst max-delay path | 43 | in[0] | out[8]
==> through the flow <==
stage / cells / hold WS, ns / instance area (um2)
2_1_floorplan: 486 / 0.357 / 4650
3_3_place_gp: 692 / 0.376 / 5060
3_5_place_dp: 692 / 0.371 / 5060
4_1_cts: 696 / 0.386 / 5150
5_1_grt: 696 / 0.395 / 5150
6_report: 696 / 0.383 / 5150
==> area by class of cell <==
type	count	area (um2)
clock buffers	4	88.8
fillers	1479	10000
inverters	99	372
multi-input cells	368	3820
flip-flops and latches	18	450
well taps	188	235
repair buffers	19	188
==> placed cells by master, fill, tap and decap left out, types with 5 or more instances in the layout <==
master / count
ha_1: 105
inv_1: 99
xnor2_1: 51
fa_1: 45
a21oi_1: 27
nor2_1: 19
dfrtp_1: 18
clkdlybuf4s50_1: 18
xor2_1: 16
a21o_1: 14
o21ai_0: 12
nand2_1: 10
nand2b_1: 8
o21a_1: 7
o21bai_1: 7
nor3_1: 6
xnor2_2: 6
nor2b_1: 5
